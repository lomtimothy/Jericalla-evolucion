===== /design/flow/config.mk =====
export PLATFORM = sky130hd
export DESIGN_NAME = ALU
export DESIGN_NICKNAME = ALU
export VERILOG_FILES = /design/flow/design.v
export SDC_FILE = /design/flow/constraint.sdc
export NUM_CORES = 4
export LEC_CHECK = 1
export CORE_UTILIZATION = 40

===== /design/flow/constraint.sdc =====
current_design ALU

set clk_period 16.6
set clk_io_pct 0.2

create_clock -name clk0 -period $clk_period

set non_clock_inputs [all_inputs -no_clocks]
set_input_delay [expr $clk_period * $clk_io_pct] -clock clk0 $non_clock_inputs
set_output_delay [expr $clk_period * $clk_io_pct] -clock clk0 [all_outputs]

===== /design/flow/design.v =====
module ALU(
    input [31:0] A,
    input [31:0] B,
    input [3:0] OP,
    output reg [31:0] RES
);
always @(*) begin
    case(OP)
        4'b0000: RES = A & B;       
        4'b0001: RES = A | B;       
        4'b0010: RES = A + B;       
        4'b0110: RES = A - B;       
        4'b0111: RES = (A < B) ? 32'd1 : 32'd0;   
        4'b1100: RES = ~(A | B); 	 
        default: RES = 32'd0;
    endcase
end
endmodule

===== /design/flow/run.sh =====
#!/bin/bash
# OpenROAD 26Q1-2900-gdf79404cd8, Yosys 0.63+post, stock flow scripts
make -C /OpenROAD-flow-scripts/flow DESIGN_CONFIG=/design/flow/config.mk WORK_HOME=/design/flow/orfs finish

==> job_summary.md <==
### Yosys + OpenROAD results

| Metric | Value |
|---|---|
| Status | completed |
| Post-synth cell types | 67 |
| Tool warning count | 101 |
| Number of global-route vias before repair | 4654 |
| Fmax | ~0.097 GHz |
| Setup_tns | 0 ns |
| Chip width | between 100 and 150 um |
| 1st-pass router iterations | 5 |
| Clkbuf count | 0 |
| Worst-margin pin slew | 0.607 ns |
| Max Cap Viol | 0 |
| Total grt overflow | 0 |
| I/O Buffers | 100 |
| Synthesized area | approximately 0.0046 sq mm |
| Critical path required time | around 13 ns |
| Final hold viol count | 0 |
| Critical path's slowest cell | clkdlybuf4s50_1 |
| Cell leakage power | 0.00260 uW |
| Routed vias | 5089 |
| ANT nets after route | 0 |
| YS chip area | 0.00463 sq mm |
| RSZ-0062 raised after global routing | no |
| Max VDD drop | 0.0000135 V |
| Initial Utilization | between 40% and 50% |
| Row Count | 38 |
| Share of layout cells above drive strength 1 | 3.65% |
| FF/Latch Area | 0 sq um |
| Hold Path Stages | 5 |
| Routed WL | 14100 um |
| Commonest non-fill, non-tap cell in the layout | ha_1 |
| Largest net degree at the start of global routing | 59 |
| Crit-path cells | clkdlybuf4s50_1, ha_1, inv_1, fa_1, nand2b_1, a21oi_1, nor4_1, o21ai_1, a31oi_1, o31ai_1, a211o_1, nand3_1, xor2_1, o21ai_1, clkdlybuf4s50_1 |
| WP data arrival | approximately 7.0 ns |
| Cells after Synth | 700 |
| Worst setup EP type | output pin |
| Post-CTS Hold Buffers | 0 |
| Yosys cell count | 700 |
| Die area | 0.0120 sq mm |
| Pre-CTS setup slack | between 6 and 7 ns |
| Power Density | between 30 and 40 mW/mm^2 |
| Flops | 0 |
| Area Overhead vs Synth | 23.0% |
| Overall power | 173 uW |
| Fin crit share | between 60% and 70% |
| Hold Path Class | input pin to output pin |
| Top cells excl fill/tap | 101 x ha_1, 99 x clkdlybuf4s50_1, 89 x inv_1 |
| CP bufs+invs | 3 |
| Max-slew headroom | 59.5% |
| Critical path startpoint category | input pin |
| Critical path peak fanout | 4 |
| Worst path top cell family by delay | AND-OR/OR-AND gates |
| Initial antenna violation count | 0 |
| Endpoints failing setup | 0 |
| First-pass GRT wire length | 22800 um |
| DRC | 0 |
| GPL Wtd Cong | around 0.9 |
| Final HPWL DP | 11000 um |
| Synth Seq Share | 0% |
| IO Pins | about 100 |
| Die Y | 110 um |
| CP max stage delay | 0.50 ns |
| Yosys warns | 1 |
| Diodes inserted | 0 |
| Iter 0 DRT Violations | approximately 350 |
| Post-cts resize count | 0 |
| Setup bufs post-CTS | 0 |
| Setup ws final | between 6 and 7 ns |
| Min-delay src | OP[2] |
| Setup Crit Path Kind | input pin to output pin |
| WHS Endpoint | RES[0] |
| Post-DR wirelength/cell | 15.6 um |
| GRT Total Usage | 23.8% |
| Core area | about 0.011 sq mm |
| Vias per Instance | 5.61 |
| Avg Inst Size Synth | about 6.6 sq um |
| Slew Limit Fails | 0 |
| Min Tclk post-route | 10.32 ns |
## area by class of cell
class | instances | area [sq um]
multi-input cells | 569 | 4140
repair buffers | 105 | 1030
well taps | 140 | 175
fillers | 1096 | 5380
inverters | 93 | 349
## kinds of logic (layout without fill, tap and decap cells)
| logic type | count (synthesis) | count (layout) | share of synthesized area [%] |
|---|---|---|---|
| AND-OR/OR-AND | 238 | 238 | 34.9 |
| buffers and inverters | 131 | 198 | 10.9 |
| adder cells (fa/ha/maj) | 103 | 103 | 28.2 |
| multiplexers | 3 | 3 | 0.649 |
| AND/OR/NAND/NOR | 194 | 194 | 19.6 |
| XOR/XNOR | 31 | 31 | 5.86 |
## stage by stage
stage / hold WS, ns / cells / util, % / instance area, sq um
6_report: 7.64 / 907 / 51.4 / 5700
3_5_place_dp: 7.65 / 907 / 51.4 / 5700
3_3_place_gp: 7.65 / 907 / 51.4 / 5700
2_1_floorplan: 6.72 / 700 / - / 4630
5_1_grt: 7.72 / 907 / 51.4 / 5700
4_1_cts: 7.65 / 907 / 51.4 / 5700
## how the worst max path moves through the flow
stage     start  slack (ns)  depth (start not counted)  endpoint
4_1_cts    B[0]        6.28                         15   RES[30]
5_1_grt    B[0]        5.93                         15   RES[26]
6_report   B[0]        6.28                         15   RES[30]
## power breakdown
group	internal, uW	leakage [uW]	switching [uW]	total [uW]
logic	78.9	0.00260	94.1	173
clock network	0	0	0	0
registers	0	0	0	0
total	78.9	0.00260	94.1	173
## routing by layer
metal | up-vias | routed length (um) | track usage (%) | share of wire [%]
li1 | 2614 | - | - | -
met1 | 2323 | 7060 | 36.0 | 50
met2 | 146 | 6200 | 39.1 | 44
met3 | 6 | 784 | 0.967 | 5.6
met4 | 0 | 70 | 1.24 | 0.50
met5 | - | 0 | 0 | 0
## cell usage after synthesis (all sizes together), types with 4 or more instances
| cell type | count | area [sq um] |
|---|---|---|
| nor3 | 12 | 60.1 |
| ha | 101 | 1260 |
| nor4 | 7 | 43.8 |
| a311oi | 4 | 47.6 |
| a21oi | 62 | 310 |
| and2 | 5 | 31.3 |
| xor2 | 4 | 35.0 |
| nand2b | 11 | 68.8 |
| o211ai | 7 | 52.6 |
| o31ai | 8 | 65.1 |
| clkbuf | 26 | 97.6 |
| o21ai | 71 | 363 |
| nor2 | 80 | 300 |
| o21bai | 6 | 48.8 |
| nand2 | 37 | 139 |
| nand4 | 9 | 56.3 |
| inv | 93 | 349 |
| or3 | 6 | 37.5 |
| xnor2 | 27 | 236 |
| buf | 12 | 56.3 |
| or4 | 4 | 30.0 |
| a211oi | 5 | 42.5 |
| nand3 | 11 | 55.1 |
| a31oi | 4 | 31.3 |
| a21o | 6 | 45.0 |
| a221oi | 28 | 245 |
| o22ai | 4 | 31.3 |
| nor2b | 4 | 25.0 |
No activity file was given, so power comes from the tool's default toggle rates.
